==> design.v <==
module majority_gate_n_bit
	#(parameter n=8)	 
    (input [n:1] a,
    output reg b
    );
integer i, count=0;
always@(*) 
begin
	count=0;
	for(i=1;i<=n;i=i+1)
	begin
	if(a[i]==1'b1)
	count=count+1;
	end
	if(count>n/2)
	b=1'b1;
	else
	b=1'b0;
end
endmodule
module majority_gate_n_bit_top
	#(parameter n=8)
    (input [n-1:0] X,
    output Y
    );
majority_gate_n_bit Major_n(.a(X), .b(Y));	 
endmodule
==> run.sh <==
#!/bin/bash
# OpenROAD 26Q1-2900-gdf79404cd8, Yosys 0.63+post, stock flow scripts
make -C /OpenROAD-flow-scripts/flow DESIGN_CONFIG=/design/flow/config.mk WORK_HOME=/design/flow/orfs finish
==> config.mk <==
export PLATFORM = sky130hd
export DESIGN_NAME = majority_gate_n_bit_top
export DESIGN_NICKNAME = majority_gate_n_bit_top
export VERILOG_FILES = /design/flow/design.v
export SDC_FILE = /design/flow/constraint.sdc
export NUM_CORES = 4
export LEC_CHECK = 1
export CORE_AREA = 10 10 70 70
export DIE_AREA = 0 0 80 80
==> constraint.sdc <==
current_design majority_gate_n_bit_top

set clk_period 4.7
set clk_io_pct 0.2

create_clock -name clk0 -period $clk_period

set non_clock_inputs [all_inputs -no_clocks]
set_input_delay [expr $clk_period * $clk_io_pct] -clock clk0 $non_clock_inputs
set_output_delay [expr $clk_period * $clk_io_pct] -clock clk0 [all_outputs]
==> impl_metrics.env <==
# flow metrics
export IMPL_ys_sh_xor=0.2150
export IMPL_warnings=37
export IMPL_p_comb_frac=1.000
export IMPL_fp_dieW_um=80
export IMPL_yosysCellCount=76
export IMPL_layout_setup_ws_ns=-0.09876
export IMPL_port_buffers=9
export IMPL_simple_gate_share=0.2959
export IMPL_antenna_cells=0
export IMPL_antenna_found_initial=0
export IMPL_startpoint_type="input port"
export IMPL_violations="setup timing"
export IMPL_grt_pass1_vias=659
export IMPL_crit_chain="buf_8 > inv_4 > ha_4 > buf_6 > xor2_2 > a21oi_2 > ha_4 > nor2b_4 > nor3_4 > ha_1 > nand2_2 > o41ai_4 > ha_1 > mux2_4 > ha_4 > nand2b_4 > nand2_2 > o221ai_2 > buf_2"
export IMPL_outcome="finished with violations"
export IMPL_ff_count=0
export IMPL_finalCriticalPeriod_ns=4.799
export IMPL_p_leak_uw=0.0004477
export IMPL_comb_area_um2=696.9
export IMPL_place_congestion=0.8131
export IMPL_worst_slew_margin_rel=0.7827
export IMPL_power_share_sequential=0
export IMPL_syn_to_final_growth_pct=70.81
export IMPL_worst_pin_slew_ns=0.3249
export IMPL_switchingPower_uw=110.7
export IMPL_detailed_place_area_um2=964.7
export IMPL_powerDensity_mw_per_mm2=239.3
export IMPL_syn_area_um2=634.4
export IMPL_io_pins=9
export IMPL_regArea_um2=0
export IMPL_clkbuf_count=0
export IMPL_cp_arrival_ns=3.86
export IMPL_logic_family="simple AND/OR/NAND/NOR gates"
export IMPL_ys_sh_adder=0.1578
export IMPL_drive_gt1_frac=0.5463
export IMPL_compound_area_frac=0.1657
export IMPL_crit_path_frequent_cell="ha_4"
export IMPL_required_ns=3.76
export IMPL_hold_viol_final=0
export IMPL_vias=638
export IMPL_internal_power_uw=148.6
export IMPL_cp_slowest_cell="ha_1"
export IMPL_core_mm2=0.003416
export IMPL_p_sw_frac=0.4268
export IMPL_first_pass_iters=4
export IMPL_via_per_inst=4.143
export IMPL_final_core_util=0.3172
export IMPL_drc_errors=0
export IMPL_syn_avg_cell_area_um2=8.347
export IMPL_clkPwrFrac=0
export IMPL_synth_distinct_cells=38
export IMPL_wire_per_inst_um=9.669
export IMPL_overflow=0
export IMPL_dpl_hpwl_um=1203
export IMPL_grt_pass1_wl_um=2760
export IMPL_hp_class="input port to output pin"
export IMPL_ant_nets=0
export IMPL_ys_chip_area_um2=634.4
export IMPL_nFillCells=353
export IMPL_rsz0062_at_grt="true"
export IMPL_yosysWarnings=1
export IMPL_cap_violations=0
export IMPL_ys_seq_share=0
export IMPL_die_y_um=80
export IMPL_grt_util_all_layers=0.04814
export IMPL_crit_path_end_kind="output pin"
export IMPL_ir_drop_mv=0.05968
export IMPL_max_stage_delay_ns=0.31
export IMPL_die_area_mm2=0.006400
export IMPL_grt_max_degree=10
export IMPL_fp_util=0.1857
export IMPL_synthCells=76
export IMPL_rows=21
export IMPL_slew_violations=0
export IMPL_fin_area_mm2=0.001084
export IMPL_fmax_mhz=208.4
export IMPL_setup_viol=1
export IMPL_finalCritPeriodShare=1.021
export IMPL_path_class="input port to output pin"
export IMPL_critPathMaxFanout=8
export IMPL_drt_initial_drc_count=11
export IMPL_wirelength_um=1489
export IMPL_synth_area_mux_share=0.08679
==> synth_stat cells (all sizes together) <==
cell	instances	area, µm²
nand2	9	33.78
ha	8	100.1
xnor2	7	68.82
buf	5	38.78
xor2	5	43.79
nor3	4	20.02
inv	3	11.26
nand3	3	15.01
nor2b	3	21.27
a21oi	2	10.01
mux2	2	22.52
mux2i	2	32.53
nand2b	2	12.51
nand3b	2	15.01
nand4	2	12.51
nor2	2	7.510
o221ai	2	23.77
a41oi	1	8.760
and2	1	6.260
and3b	1	8.760
nand4b	1	8.760
nand4bb	1	11.26
nor4	1	6.260
o2111a	1	11.26
o211ai	1	7.510
o31ai	1	7.510
o32ai	1	8.760
o41ai	1	27.53
or3b	1	8.760
xnor3	1	23.77
==> kinds of logic after synthesis <==
family,count (synthesis)
simple gates,33
xor+xnor,13
compound gates,10
fa+ha+maj,8
buf+inv,8
mux,4
==> routing by layer <==
layer | vias to the layer above | global-route usage | wire (µm)
li1 | 342 | - | -
met1 | 295 | 0.06304 | 752
met2 | 1 | 0.08909 | 718
met3 | 0 | 0.002273 | 19
met4 | 0 | 0 | 0
met5 | - | 0 | 0
==> final timing paths <==
check / startpoint / end / cells after the start
worst max-delay path: X[0] / Y / 19
worst min-delay path: X[7] / Y / 4
==> critical path: cells and delay by family <==
family,cells,cell delay [ns]
fa+ha+maj,5,1.26
xor+xnor,1,0.14
mux,1,0.29
compound gates,3,0.38
buf+inv,4,0.41
simple gates,5,0.42
==> repair_timing <==
action | in CTS | in global routing
gates resized | 29 | 9
endpoints found under the setup margin | 1 | 1
pin swaps | 9 | 6
hold buffers | 0 | 0
setup buffers | 4 | 1
==> metrics by stage <==
stage | worst slack, ns | setup TNS [ns] | instances | total power, µW | hold slack (ns)
finish | -0.09876 | -0.09876 | 154 | 259.3 | 2.657
global route | -0.2306 | -0.2306 | 154 | 285.5 | 2.708
CTS | -0.1976 | -0.1976 | 153 | 253.5 | 2.663
detailed placement | -1.055 | -1.055 | 149 | 237.0 | 2.970
global placement | -1.015 | -1.015 | 149 | 230.8 | 2.957
floorplan | 0.01697 | 0 | 76 | 154.9 | 1.984
==> power by group through the flow <==
| stage | logic [µW] | registers [µW] | clock network (µW) |
|---|---|---|---|
| 4_1_cts | 254 | 0 | 0 |
| 6_report | 259 | 0 | 0 |
| 5_1_grt | 286 | 0 | 0 |
==> cell type report <==
type,instances,area share
well taps,46,0.05312
multi-input cells,68,0.6432
inverters,3,0.01732
repair buffers,37,0.2864
==> cell usage in the layout, fill, tap and decap left out, types with 2 or more instances in the layout <==
cell	netlist	layout
buf_4	1	25
ha_1	8	3
xnor2_2	1	2
ha_4	0	3
nand2_2	0	2
nor3_1	4	2
xor2_1	5	4
buf_8	0	2
buf_6	2	3
nand3b_1	2	2
xnor2_1	6	5
nand4_1	2	2
clkdlybuf4s50_1	0	4
ha_2	0	2
nand2_1	9	7
nand3_1	3	3
buf_2	1	2
nor2_1	2	2
Power figures rest on the tool's default switching activity, not on a simulated workload.
